==> design.v <==
module Register_With_Enable
#(
	parameter WORD_LENGTH = 8
)
(
	input clk,
	input reset,
	input enable,
	input [WORD_LENGTH-1:0] Data_Input,
	output [WORD_LENGTH-1:0] Data_Output
);
reg  [WORD_LENGTH-1:0] Data_reg;
always@(posedge clk or negedge reset) begin
	if(reset == 1'b0) 
		Data_reg <= {WORD_LENGTH{1'b0}};
	else 
		if(enable == 1'b1)
			Data_reg <= Data_Input;
end
assign Data_Output = Data_reg;
endmodule 
==> run.sh <==
#!/bin/bash
# OpenROAD 26Q1-2900-gdf79404cd8, Yosys 0.63+post, stock flow scripts
make -C /OpenROAD-flow-scripts/flow DESIGN_CONFIG=/design/flow/config.mk WORK_HOME=/design/flow/orfs finish
==> config.mk <==
export PLATFORM = sky130hd
export DESIGN_NAME = Register_With_Enable
export DESIGN_NICKNAME = Register_With_Enable
export VERILOG_FILES = /design/flow/design.v
export SDC_FILE = /design/flow/constraint.sdc
export NUM_CORES = 4
export LEC_CHECK = 1
export CORE_AREA = 10 10 70 70
export DIE_AREA = 0 0 80 80
==> constraint.sdc <==
current_design Register_With_Enable

set clk_period 1.5
set clk_io_pct 0.2

create_clock -name clk0 -period $clk_period [get_ports {clk}]

set non_clock_inputs [all_inputs -no_clocks]
set_input_delay [expr $clk_period * $clk_io_pct] -clock clk0 $non_clock_inputs
set_output_delay [expr $clk_period * $clk_io_pct] -clock clk0 [all_outputs]
==> results_dict.tcl <==
# implementation run metrics
set metrics [dict create \
    outcome "complete, no violations" \
    cts-root-buf "clkbuf_4" \
    comb_power_share 0.224 \
    place_congestion 0.6522 \
    grt_util_met1 0.03651 \
    grt_use_met2 0.03291 \
    timing.final.crit_period_ns 1.380 \
    htreeDepth 1 \
    max_stage_delay_ns 0.47 \
    wire_per_inst_um 10.05 \
    wirelength_um 854 \
    cap_violations 0 \
    drt_pass1_iterations 2 \
    relSlewSlack 0.7653 \
    cts_buffer_depth 2 \
    grt_pass1_wl_um 1262 \
    clock.fmax_mhz 724.6 \
    largest_reg_flops 8 \
    cp_top_family "buffers and inverters" \
    clkTransAtPathRegs_ns 0.05 \
    grt_max_degree 9 \
    yosys-stat-area_um2 331.6 \
    min_path_type "in -> async" \
    postCtsSetupRepairBufs 0 \
    warnings 25 \
    reg2reg_depth 1 \
    path_buffers 1 \
    cp.arrival_ns 1.08 \
    path_cells "clkdlybuf4s50_1" \
    utilization 0.1780 \
    antenna_cells 0 \
    rsz0062_at_grt "false" \
    hold_viol 0 \
    switching_share 0.1912 \
    ir_worst_vdd_v 0.0003276 \
    hold_buffers 0 \
    vias 211 \
    timing.final.crit_share 0.9201 \
    area_delta_synth_final_pct 83.40 \
    rrSetupSlack_ns 0.73 \
    std_cell_rows 21 \
    ys_seq_frac 0.6038 \
    port-buffer-count 18 \
    post_synth_num_cell_types 3 \
    cts_buffers 3 \
    cp.required_ns 1.20 \
    cp-end-kind "output pin" \
    intPower_w 0.0004244 \
    power_density_nw_per_um2 862.9 \
    ios 19 \
    syn_area_per_cell_um2 19.50 \
    r2r_start "Data_reg[4]" \
    core_um2 3416 \
    antenna_found_initial 0 \
    cts_sinks 8 \
    via_per_inst 2.482 \
    ys.flops 8 \
    synthesis.area_um2 331.6 \
    worstSetupPathType "reg -> out" \
    clkPwrFrac 0.297 \
    postRouteAntennaNets 0 \
    drv_slew 0 \
    fp_util 0.09707 \
    synth_cells 17 \
    drtIter0Drc 3 \
    ys_cells 17 \
    dieHeight_um 80 \
    dieWidth_um 80 \
    clock_skew_ns 0 \
    cts_tree "yes" \
    final.setup.tns_ns 0 \
    post_cts_resized 0 \
    cellLeakagePower_nw 0.2576 \
    p_seq_frac 0.479 \
    yosys_warnings 1 \
    grt_overflow 0 \
    grt_usage 0.02772 \
    critPathMaxFanout 2 \
    worst_slack_ns 0.1199 \
    r2r-end "Data_reg[4]" \
    grt_pass1_vias 234 \
    mostFrequentLayoutCell "clkdlybuf4s50_1" \
    worst_pin_slew_ns 0.3509 \
    layout_top_cells "clkdlybuf4s50_1, dfrtp_1, mux2_4, clkbuf_4" \
    finalSetupViolCount 0 \
    start_kind "flip-flop" \
    switching_power_w 0.0001003 \
    insertion_delay_ns 0.25 \
    die_area_um2 6400 \
    drc 0 \
    drive_gt1_frac 0.3333 \
    use_met3 0.02614 \
    busiest_layer "met1" \
    pre_cts_slack_ns 0.1094 \
    slowest_stage "clkdlybuf4s50_1" \
    final.fill_count 389 \
]
metrics by stage:
stage | total power (W) | cells | area, um^2 | hold slack (ns)
6_report | 0.0005247 | 85 | 608.1 | 0.3263
5_1_grt | 0.0005625 | 85 | 608.1 | 0.3363
4_1_cts | 0.0005376 | 85 | 608.1 | 0.3321
3_5_place_dp | 0.0003750 | 82 | 585.6 | 0.4973
3_3_place_gp | 0.0003743 | 82 | 585.6 | 0.5009
2_1_floorplan | 0.0002877 | 17 | 331.6 | 0.004409
worst max-delay path by stage:
stage	startpoint	endpoint	cells after the start	slack, ns
final	Data_reg[4]	Data_Output[4]	1	0.12
after global routing	Data_reg[6]	Data_Output[6]	1	0.04
after CTS	Data_reg[7]	Data_Output[7]	1	0.1
synth_stat cells:
cell type / n / area, um^2
dfrtp_1: 8 / 200.2
mux2_4: 8 / 120.1
buf_6: 1 / 11.26
layer usage:
| layer | wire length (um) | vias up |
|---|---|---|
| met5 | 0 | - |
| met4 | 0 | 0 |
| met3 | 124 | 0 |
| met2 | 292 | 16 |
| met1 | 438 | 92 |
| li1 | - | 103 |
layout make-up:
cell class                      count  area (um^2)  share of cell area
Multi-Input combinational cell      8        120.1              0.1975
Sequential cell                     8        200.2              0.3292
Timing Repair Buffer               20        207.7              0.3416
Tap cell                           46        57.56             0.09465
Clock buffer                        3        22.52             0.03704
cells by family after synthesis:
family / synth area share
flops: 0.6038
buf+inv: 0.03396
mux: 0.3623
power groups by stage:
stage	clock network, W	registers [W]	logic [W]
after CTS	0.000165	0.000251	0.000121
final	0.000156	0.000251	0.000117
after global routing	0.000183	0.000254	0.000126
Power is estimated from default activity; no workload was simulated.
